==> /design/flow/design.v <==
module RH_TEMP (   
   input  RESET_N ,
	input  CLK_50,
	input  RH_TEMP_DRDY_n   ,  
	output RH_TEMP_I2C_SCL  , 
	inout  RH_TEMP_I2C_SDA  , 	
   input [15:0] Configuration_S , 
	output reg [15:0] Temperature, 
	input      [15:0] TEMP_UP_LIMIT,
	input      [15:0] TEMP_DOWN_LIMIT ,	
	output            TEMP_ALARM ,	
	output reg [15:0] Humidity,    
	input      [15:0] RH_UP_LIMIT,
	input      [15:0] RH_DOWN_LIMIT,	
	output            RH_ALARM,	
	output reg [15:0] DeviceID,
	output reg [15:0] ManufacturerID ,
	output reg       CLK_400K ,
   output reg       I2C_LO0P,
   output reg [7:0] ST ,
   output reg [7:0] CNT,
	output           W_WORD_END ,
   output reg       W_WORD_GO ,	
	output [7:0]     WORD_ST,
	output [7:0]     WORD_CNT,
	output [7:0]     WORD_BYTE	,
   output [15:0]    R_DATA
	);
reg  [31:0]C_DELAY ;
always @(posedge CLK_50 ) 
begin 
  if ( C_DELAY > 125/2 ) 
  begin  
    CLK_400K<=~CLK_400K ; 
	 C_DELAY <= 0 ; 
  end 
  else 
    C_DELAY <=C_DELAY +1 ; 
end
parameter SLAVE_ADDR        =8'h80;  
parameter P_Configuration   = 8'h02 ;  
parameter P_Temperature     = 8'h00 ;  
parameter P_Humidity        = 8'h01 ;  
parameter P_ManufacturerID  = 8'hfe ;  
parameter P_DeviceID        = 8'hff ;  
reg [7:0] DELY ;  
always @(negedge RESET_N or posedge CLK_400K )
begin 
 if (!RESET_N)   ST <=0;
 else 
case (ST)
0: begin 
   ST<=30;
	W_POINTER_GO <=1;
   R_GO  <=1 ;		 
	W_WORD_GO <=1;
   end
1: begin 
   ST<=2; 
	end	
2: begin 
	     if ( CNT==0)  W_POINTER_REG <= P_DeviceID ; 
   else if ( CNT==1)  W_POINTER_REG <= P_ManufacturerID;
	else if ( CNT==2)  W_POINTER_REG <= P_Temperature ;  
	else if ( CNT==3)  W_POINTER_REG <= P_Humidity;  	
	if ( W_POINTER_END ) 
	  begin  
	    W_POINTER_GO  <=0; 
		 ST<=3 ; 
		 DELY<=0;  
		end  
	end                 
3: begin 
   DELY  <=DELY +1;
   if ( DELY ==2 ) begin 
     W_POINTER_GO  <=1;
     ST<=4 ; 
	end
	end       
4: begin 
   if  ( W_POINTER_END ) ST<=5 ; 	
	end              
5: begin    
	if  ( !(W_POINTER_REG ==0 )   &&   !(W_POINTER_REG ==1 ) )  
	  ST<=6 ;
 	  else if  (!RH_TEMP_DRDY_n) 
	    ST<=6 ;    
   end  
6: begin 
	if ( R_END ) 
	 begin  
	   R_GO  <=0; 
		ST<=7 ; 
		DELY<=0; 
	 end
	end                 
7: begin 
    DELY  <=DELY +1;
    if ( DELY ==2 ) 
	 begin 
      R_GO  <=1;
      ST<=8 ; 
	 end
	end       
8: begin 
    ST<=9 ; 
	end 	
9: begin 
    if  ( R_END ) 
	 begin 
	       if ( CNT==0)        DeviceID <=R_DATA ; 
	  else if ( CNT==1)  ManufacturerID <=R_DATA ; 			 
	  else if ( CNT==2)     Temperature <=R_DATA ; 
	  else if ( CNT==3)        Humidity <=R_DATA ; 
	  ST<=10 ; 	
	  CNT<=CNT+1 ;
	 end
	end              
10: begin      
     if (CNT ==4) CNT <= 0 ;
	    W_POINTER_GO <=1;
       R_GO         <=1 ;		 
	    W_WORD_GO    <=1;
	    ST<=1;
	 end	
30: begin 
    ST<=31; 
	 CNT=0 ; 
    end	
31: begin 
    {W_WORD_REG[7:0] ,W_WORD_DATA[15:0]} <= { P_Configuration[7:0] ,Configuration_S  }; 
	   if (  W_WORD_END ) 
	   begin  
	     W_WORD_GO  <=0; 
		  ST<=32 ; 
		  DELY<=0; 
	   end
	end     
32: begin 
      DELY  <=DELY +1;
      if ( DELY ==2 ) 
		  begin 
          W_WORD_GO  <=1;
          ST<=33 ; 
	     end
	 end       
33: begin 
    ST<=34 ; 
	end       	
34: begin 
     if  ( W_WORD_END )  begin 
			ST<=35 ; 	
	  end
	end              
35: begin 
	 ST <=1 ; 
	 CNT<=0 ;
	 end 
endcase 
end 
wire SDAO;
assign RH_TEMP_I2C_SCL = W_POINTER_SCL  & R_SCL  & W_WORD_SCL; 
assign SDAO            = W_POINTER_SDAO & R_SDAO & W_WORD_SDAO ;
assign RH_TEMP_I2C_SDA = (SDAO)?1'bz :1'b0 ; 
wire          W_WORD_SCL ; 
reg    [7:0]  W_WORD_REG ; 
reg    [15:0] W_WORD_DATA;
wire          W_WORD_SDAO ;  
I2C_WRITE_WORD  wrd(
   .RESET_N (RESET_N),
	.PT_CK        (CLK_400K),
	.GO           (W_WORD_GO),
	.POINTER      (W_WORD_REG),
   .WDATA16	     (W_WORD_DATA),
	.SLAVE_ADDRESS(SLAVE_ADDR),
	.SDAI  (RH_TEMP_I2C_SDA),
	.SDAO  (W_WORD_SDAO),
	.SCLO  (W_WORD_SCL ),
	.END_OK(W_WORD_END),
	.ST  (WORD_ST ),
	.CNT (WORD_CNT),
	.BYTE(WORD_BYTE),
	.ACK_OK(),
);
wire         W_POINTER_SCL ; 
wire         W_POINTER_END ; 
reg          W_POINTER_GO ; 
reg    [7:0] W_POINTER_REG ; 
wire         W_POINTER_SDAO ;  
I2C_WRITE_POINTER  wpt(
   .RESET_N      (RESET_N),
	.PT_CK        (CLK_400K),
	.GO           (W_POINTER_GO),
	.POINTER      (W_POINTER_REG),
	.SLAVE_ADDRESS(SLAVE_ADDR),	
	.SDAI  (RH_TEMP_I2C_SDA),
	.SDAO  (W_POINTER_SDAO),
	.SCLO  (W_POINTER_SCL ),
	.END_OK(W_POINTER_END),
	.ST (),
	.ACK_OK(),
	.CNT (),
	.BYTE()  	
);
wire R_SCL; 
wire R_END; 
reg  R_GO; 
wire R_SDAO;  
I2C_READ rid( 	
   .RESET_N (RESET_N),
	.PT_CK        (CLK_400K),
	.GO           (R_GO),
	.SLAVE_ADDRESS(SLAVE_ADDR),	
	.SDAI  (RH_TEMP_I2C_SDA),
	.SDAO  (R_SDAO),
	.SCLO  (R_SCL),
	.END_OK(R_END),
	.DATA16(R_DATA),
	.ST    (),
	.ACK_OK(),
	.CNT   (),
	.BYTE  ()  	
);
endmodule 
module I2C_READ (
   input  				RESET_N ,
	input       		PT_CK,
	input       [7:0]	SLAVE_ADDRESS ,
	input       		GO,
	input       		SDAI,
	output reg  		SDAO,
	output reg  		SCLO,
	output reg  		END_OK , 
	output reg  [15:0]DATA16 , 
	output reg  [7:0] ST ,
	output reg        ACK_OK,
	output reg  [7:0] CNT,
	output reg  [8:0] A ,
	output reg  [7:0] BYTE
);
reg    [7:0]DELY ;     
wire   [7:0]END_BYTE ; 
assign      END_BYTE =1 ;
always @( negedge RESET_N or posedge  PT_CK )begin
if (!RESET_N  ) ST <=0;
else 
	  case (ST)
	    0: begin  
		      SDAO   <=1; 
	         SCLO   <=1;
	         ACK_OK <=0;
	         CNT    <=0;
	         END_OK <=1;
	         BYTE   <=0;
				DATA16 <=0;
	         if (GO) ST  <=30 ;							
		    end		  
	    1: begin   
		      ST <=2 ; 
			   { SDAO,  SCLO } <= 2'b01; 
				A <= {SLAVE_ADDRESS | 1  ,1'b1 }; 
		    end
	    2: begin   
		      ST <=3 ; 
			   { SDAO,  SCLO } <= 2'b00; 
		    end
	    3: begin   
		      ST <=4 ; 
			   { SDAO, A } <= { A ,1'b0 }; 
		    end
	    4: begin
		      ST <=5 ; 
			   SCLO <= 1'b1 ; 
				CNT <= CNT +1 ;
		    end
	    5: begin  
			   SCLO <= 1'b0 ; 
			   if (CNT ==9) begin
				    ST <= 6 ; 
					 if ( !SDAI ) ACK_OK <=1 ; 
					 else ACK_OK <=0 ; 
				 end
				 else ST <= 2;
		    end			 
	    6: begin 
		      ST <=7 ; 
			   {SDAO , SCLO} <= 2'b10; 
				CNT <=0 ;
		    end
	    7: begin  
		      ST <=8 ;  
				DELY <=0;
			   SCLO <= 1'b1 ; 
				if (CNT!=8) DATA16[15:0]  <= { DATA16[14:0], SDAI };
				CNT <= CNT +1 ;
		    end			 
	    8: begin  		 
		    DELY <=DELY+1 ;
			 SCLO <= 1'b0 ; 
			 if (DELY ==2)  begin 			    
			    if (CNT ==8) begin
				      ST <= 7;
					   if (BYTE  == END_BYTE )  SDAO <= 1'b1 ; 
					   else  
					   SDAO <= 1'b0 ;
				 end
			    else if (CNT == 9)  
				    begin 
					   BYTE <= BYTE +1 ;   ST <= 9; 
					 end
				 else ST <= 7;
			 end	 
		    end
	    9: begin
		     if  ( BYTE > END_BYTE ) ST <=10 ; 
			   else ST <=6 ; 
         end
	    10: begin           
		      ST <=11 ; 
			   { SDAO,  SCLO } <= 2'b00; 
         end
	    11: begin           
		      ST <=12 ; 
			   { SDAO,  SCLO } <= 2'b01; 
         end
	    12: begin           
		      ST <=13 ; 
			   { SDAO,  SCLO } <= 2'b11; 
         end	
		 13:	 
			  begin
		      ST     <= 30; 
				END_OK <= 1;
		      SDAO   <=1; 
	         SCLO   <=1;
	         ACK_OK <=0;
	         CNT    <=0;
	         BYTE <=0;				
		     end
		30: begin
            if (!GO) ST  <=31;
          end
 		31: begin 
		    ST  <=1; END_OK<=0;
          end		 			  	  
	  endcase 
  end
endmodule
module I2C_WRITE_POINTER  (
   input  				RESET_N ,
	input      			PT_CK,
	input      			GO,
	input      [7:0]	POINTER,
	input      [7:0]	SLAVE_ADDRESS,	
	input      			SDAI,
	output reg 			SDAO,
	output reg 			SCLO,
	output reg 			END_OK,
	output reg [7:0]	ST ,
	output reg 			ACK_OK,
	output reg [7:0] 	CNT ,
	output reg [7:0] 	BYTE  
);
reg   [8:0]A ;
always @( negedge RESET_N or posedge  PT_CK )begin
if (!RESET_N  ) ST <=0;
else 
	  case (ST)
	    0: begin   
		      SDAO   <=1; 
	         SCLO   <=1;
	         ACK_OK <=0;
	         CNT    <=0;
	         END_OK <=1;
	         BYTE   <=0;	
	         if (GO) ST  <=30 ;  
		    end	  
	    1: begin   
		      ST <=2 ; 
			   { SDAO,  SCLO } <= 2'b01; 
				A <= {SLAVE_ADDRESS ,1'b1 }; 
		    end
	    2: begin   
		      ST <=3 ; 
			   { SDAO,  SCLO } <= 2'b00; 
		    end			 
	    3: begin   
		      ST <=4 ; 
			   { SDAO, A } <= { A ,1'b0 }; 
		    end
	    4: begin   
		      ST <=5 ; 
			   SCLO <= 1'b1 ; 
				CNT <= CNT +1 ;
		    end
	    5: begin   
			 SCLO <= 1'b0 ; 
			 if (CNT==9) begin
				     if ( BYTE ==1)  ST <= 6 ; 
					  else  
						begin 
							CNT <=0 ; 
							BYTE <=1 ; 
							A <= {POINTER ,1'b1 };  
							ST <= 2 ; 
						end
					  if ( !SDAI ) ACK_OK <=1 ; 
					   else ACK_OK <=0 ; 
				 end
			 else ST <= 2;
		    end
	    6: begin           
				ST <=7 ; 
			   {SDAO,SCLO } <= 2'b00; 
         end
	    7: begin           
		      ST <=8 ; 
			   {SDAO,SCLO } <= 2'b01; 
         end
	    8: begin           
		      ST <=9 ; 
			   {SDAO,SCLO } <= 2'b11; 						
         end  
		9:	begin
		      ST     <= 30; 
		      SDAO   <=1; 
	         SCLO   <=1;
	         ACK_OK <=0;
	         CNT    <=0;
	         END_OK <=1;
	         BYTE   <=0;					
		     end
		30: begin
            if (!GO) ST  <=31;
          end
 		31: begin 
		    ST  <=1; END_OK<=0;
          end
	  endcase 
 end
endmodule
module I2C_WRITE_WORD  (
   input  				RESET_N ,
	input      		  	PT_CK,
	input      		  	GO,
	input      [7:0] 	POINTER,
	input      [7:0] 	SLAVE_ADDRESS,	
	input      [15:0]	WDATA16,		
	input            	SDAI,
	output reg       	SDAO,
	output reg       	SCLO,
	output reg       	END_OK,
	output reg [7:0] 	ST ,
	output reg [7:0] 	CNT,
	output reg [7:0] 	BYTE,
	output reg       	ACK_OK
);
reg   [8:0]A ;
always @( negedge RESET_N or posedge  PT_CK )begin
if (!RESET_N  ) ST <=0;
else 
	  case (ST)
	    0: begin   
		      SDAO   <=1; 
	         SCLO   <=1;
	         ACK_OK <=0;
	         CNT    <=0;
	         END_OK <=1;
	         BYTE   <=0;	
	         if (GO) ST  <=30 ;  
		    end	  
	    1: begin   
		      ST <=2 ; 
			   { SDAO,  SCLO } <= 2'b01; 
				A <= {SLAVE_ADDRESS ,1'b1 }; 
		    end
	    2: begin   
		      ST <=3 ; 
			   { SDAO,  SCLO } <= 2'b00; 
		    end
	    3: begin   
		      ST <=4 ; 
			   { SDAO, A } <= { A ,1'b0 }; 
		    end
	    4: begin   
		      ST <=5 ; 
			   SCLO <= 1'b1 ; 
				CNT <= CNT +1 ;
		    end
	    5: begin   
			   SCLO <= 1'b0 ; 
			   if (CNT==9) begin
				     if ( BYTE ==3)  ST <= 6 ; 
					  else  begin 
					           CNT <=0 ; 
					           ST <= 2 ;
					                if ( BYTE ==0 ) begin BYTE <=1  ; A <= {POINTER ,1'b1 }; end 
								  else if ( BYTE ==1 ) begin BYTE <=2  ; A <= {WDATA16[15:8] ,1'b1 }; end 
								  else if ( BYTE ==2 ) begin BYTE <=3  ; A <= {WDATA16[7:0]  ,1'b1 }; end 
							  end
					  if ( !SDAI ) ACK_OK <=1 ; 
					  else ACK_OK <=0 ; 
				 end
				 else ST <= 2;
		    end
	    6: begin           
		      ST <=7 ; 
			   { SDAO,  SCLO } <= 2'b00; 
         end
	    7: begin           
		      ST <=8 ; 
			   { SDAO,  SCLO } <= 2'b01; 
         end
	    8: begin           
		      ST <=9 ; 
			   { SDAO,  SCLO } <= 2'b11; 
         end  
		9:	begin
		      ST     <= 30; 
				SDAO   <=1; 
	         SCLO   <=1;
	         ACK_OK <=0;
	         CNT    <=0;
	         END_OK <=1;
	         BYTE   <=0;	
		     end
		30: begin
            if (!GO) ST  <=31;
          end
 		31: begin 
		    ST  <=1; END_OK<=0;
          end
	  endcase 
 end
endmodule
==> /design/flow/run.sh <==
#!/bin/bash
# OpenROAD 26Q1-2900-gdf79404cd8, Yosys 0.63+post, stock flow scripts
make -C /OpenROAD-flow-scripts/flow DESIGN_CONFIG=/design/flow/config.mk WORK_HOME=/design/flow/orfs finish
==> /design/flow/config.mk <==
export PLATFORM = sky130hd
export DESIGN_NAME = RH_TEMP
export DESIGN_NICKNAME = RH_TEMP
export VERILOG_FILES = /design/flow/design.v
export SDC_FILE = /design/flow/constraint.sdc
export NUM_CORES = 4
export LEC_CHECK = 1
export CORE_UTILIZATION = 30
==> /design/flow/constraint.sdc <==
current_design RH_TEMP

set clk_period 2.5
set clk_io_pct 0.2

create_clock -name clk0 -period $clk_period [get_ports {CLK_50}]

set non_clock_inputs [all_inputs -no_clocks]
set_input_delay [expr $clk_period * $clk_io_pct] -clock clk0 $non_clock_inputs
set_output_delay [expr $clk_period * $clk_io_pct] -clock clk0 [all_outputs]
==> PnR_summary.wiki <==
== Run summary ==
{| class="wikitable"
! Metric !! Value
|-
| Outcome || completed
|-
| DRC violations left || 0
|-
| Leakage component of the power || about 0.0031 µW
|-
| Post-DP HPWL || about 8500 µm
|-
| Yosys warning count || 8
|-
| Internal || roughly 1100 µW
|-
| Summed standard-cell area reported by yosys || between 0.007 and 0.008 mm²
|-
| Primary FF master, synth || edfxtp_1
|-
| Sequential cell area fraction in the yosys report || between 50% and 60%
|-
| Total clock buffers created by CTS || 5
|-
| Post-synthesis cell type count || 64
|-
| Final-report hold violation count || 0
|-
| Placement row count || between 50 and 60
|-
| Fmax achieved || 615.4 MHz
|-
| Area share, top type || approximately 28%
|-
| Vias in the first global route || 3952
|-
| Ranking of synthesized cells by instance count || nor2_1, buf_4, edfxtp_1
|-
| Routed wire length per instance || between 10 and 15 µm
|-
| Cells taking the most area after synthesis || edfxtp_1, dfrtp_1, buf_4
|-
| Number of unconstrained endpoints || between 200 and 250
|-
| Time the worst path needs with I/O delays and setup || approximately 1.6 ns
|-
| Async S/R FF share, synth || approximately 28%
|-
| Clk pin slew, worst setup/hold paths || about 0.05 ns
|-
| Core box area || roughly 0.024 mm²
|-
| Number of input and output port buffers inserted || 35
|-
| Ports placed on the boundary || 211
|-
| Dpl cells || between 1000 and 1500
|-
| Antenna violations before repair || 0
|-
| Detailed-route vias per instance || ~4.3
|-
| Library cell with the largest summed area after synthesis || edfxtp_1
|-
| Tally of max-capacitance violations || 0
|-
| Die area || roughly 0.025 mm²
|-
| Overall track demand over capacity in global routing || about a tenth
|-
| Post-Route Skew || 0.004832 ns
|-
| Netlist area before placement || 0.007322 mm²
|-
| Count of library flops with an enable pin || roughly 69
|-
| Final standard cell utilization of the core || 33.36%
|-
| Met2 usage || between 10% and 20%
|-
| Final Cycle Share || about two thirds
|-
| Height of the die || 158.2 µm
|-
| First-pass GRT wire length || approximately 19000 µm
|-
| Hold-fix buffer count after cts || 0
|-
| Clock insertion delay at the later pin of the skew report || between 0.2 and 0.3 ns
|-
| Peak fanout along the critical path || 2
|-
| CTS H-tree depth || 2
|-
| Post-Synthesis Cells || 719
|-
| Wire length reported by the detailed router || ~12000 µm
|-
| Met3 GRT Util || between 1.5 and 2%
|-
| Total congestion overflow || 0
|-
| Biggest regs || C_DELAY: 32 flops, rid.ST: 16 flops, wpt.ST: 12 flops
|-
| Critical path required time || approximately 2.0 ns
|-
| Longest Clk Path Bufs || 2
|-
| Worst path slowest cell || clkdlybuf4s50_1
|-
| Clk pwr share || a little over half
|-
| FP Util || ~31%
|-
| Sequential Power Share || between 40 and 50%
|-
| Slowest stage delay, CP || 0.52 ns
|-
| Setup repair after global routing missed its margin || no
|-
| Diodes inserted || 0
|-
| Post-layout instance count excluding filler cells || 1085
|-
| Clock Root Buffer || clkbuf_16
|-
| Max FFs per register || 32
|-
| Slew at the pin closest to its max-slew limit || 0.8224 ns
|-
| Area grow syn2layout || 7.912%
|-
| Post-CTS Setup Bufs || 0
|-
| Number of register pins that no clock reaches || about 110
|-
| Floorplan die width || about 160 µm
|-
| Setup CP Type || flip-flop to output pin
|-
| CP startpoint kind || flip-flop
|-
| Reg with most FFs || C_DELAY
|-
| First-pass DRT Iterations || 4
|-
| TritonCTS clock tree || yes
|-
| Cell with the most instances after synthesis || nor2_1
|-
| Cell total in the yosys stat output || between 700 and 800
|-
| Slew margin rel. || a little under half
|-
| CP arrival || approximately 1.1 ns
|-
| Tool Warnings || ~120
|-
| CP Capture Type || output pin
|-
| Global-route track usage on met1 || around 16%
|-
| Final Setup Violations || 0
|-
| Vias || 4665
|-
| Net switching component of the power || 225.6 µW
|-
| Pin count of the biggest net entering global routing || just over 80
|-
| Number of antenna-violating nets in the routed design || 0
|-
| Number of pins exceeding their max-slew limit in the final report || 0
|-
| CP cell instances || clkdlybuf4s50_1
|-
| Post-cts repair resize count || 0
|-
| Part of the total power dissipated in combinational logic || between 2 and 3%
|-
| Critical path buffers and inverters || 1
|-
| Post-synthesis area per instance || a little over 10 µm²
|-
| CP top delay family || buffers and inverters
|-
| Switching power share of the total || approximately 18%
|-
| Worst min path class || flip-flop to flip-flop
|-
| Final hold slack || approximately 0.47 ns
|-
| Sum of negative setup slack || 0 ns
|-
| Power Dens Cells || approximately 160 mW/mm²
|-
| Worst supply voltage drop on vdd || between 0.3 and 0.4 mV
|-
| Proportion of layout cells with a drive suffix above 1 || under 10%
|-
| Routing layer with the top usage in global route || met1
|-
| DRT iter0 DRCs || a little over 300
|-
| Final RePlAce weighted congestion || 0.8195
|-
| Number of storage elements in the synthesis netlist || between 100 and 150
|}
==> final timing paths <==
check,startpoint,to,slack (ns),depth (start not counted)
worst max-delay path,CLK_400K,CLK_400K,0.88,1
worst min-delay path,C_DELAY[0],C_DELAY[0],0.47,1
worst max register to register,C_DELAY[19],CLK_400K,1.12,4
worst min register to register,C_DELAY[0],C_DELAY[0],0.47,1
==> cells in the final DEF (no fill, tap or decap), types with 2 or more instances in the layout <==
master / n
buf_4: 5
nor2_1: 97
edfxtp_1: 69
ha_1: 20
o211ai_1: 3
nand2b_1: 7
a21oi_1: 26
a31oi_1: 5
nor4b_1: 2
nor3b_1: 3
mux2i_1: 5
o21ai_0: 21
nor4_1: 14
a21o_1: 5
dfxtp_1: 33
xor2_1: 30
or3_1: 4
nand3_1: 46
clkdlybuf4s50_1: 34
o221ai_1: 2
xnor2_1: 20
clkbuf_16: 5
nand2_1: 18
nand4_1: 5
or4_1: 4
nand3b_1: 2
dfstp_2: 2
inv_1: 30
nor3_1: 12
or2_2: 3
nor2b_1: 13
o21a_1: 4
and2_1: 9
a32oi_1: 3
conb_1: 120
nand4b_1: 2
a2bb2oi_1: 3
and3_1: 16
dfrtp_1: 37
==> metrics by stage <==
step / total power (µW) / worst slack [ns] / instance area (µm²)
finish: 1278 / 0.8751 / 7901
CTS: 1301 / 0.8681 / 7901
global route: 1331 / 0.8317 / 7901
floorplan: 680.1 / 0.4757 / 7769
global placement: 602.9 / 1.123 / 7729
detailed placement: 602.4 / 1.125 / 7729
==> per-layer routing <==
layer	vias up	routed length [µm]
met4	0	9
li1	2362	-
met2	95	5280
met3	2	565
met1	2206	6088
met5	-	0
==> final cells by class <==
class / instances / area, µm²
fillers: 2398 / 15780
flip-flops and latches: 141 / 3711
multi-input cells: 547 / 3123
well taps: 319 / 399.1
repair buffers: 40 / 382.9
clock buffers: 7 / 142.6
inverters: 30 / 112.6
clock inverters: 1 / 30.03
==> power by group through the flow <==
stage	registers (µW)	logic, µW	clock network, µW
6_report	556	32.7	689
5_1_grt	557	44.8	729
4_1_cts	556	36.1	709
==> logic make-up after synthesis <==
family | after synthesis | synth area share, %
AND-OR/OR-AND | 88 | 7.776
multiplexers | 6 | 0.8886
adder cells (fa/ha/maj) | 20 | 3.418
AND/OR/NAND/NOR | 263 | 18.44
other | 1 | 0.05122
XOR/XNOR | 50 | 5.981
buffers and inverters | 150 | 12.76
flip-flops | 141 | 50.68
Power and IR drop assume default switching activity.
