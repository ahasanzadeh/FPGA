**run.sh**
```bash
#!/bin/bash
# OpenROAD 26Q1-2900-gdf79404cd8, Yosys 0.63+post, stock flow scripts
make -C /OpenROAD-flow-scripts/flow DESIGN_CONFIG=/design/flow/config.mk WORK_HOME=/design/flow/orfs finish
```
**config.mk**
```make
export PLATFORM = sky130hd
export DESIGN_NAME = POWER_MONITOR
export DESIGN_NICKNAME = POWER_MONITOR
export VERILOG_FILES = /design/flow/design.v
export SDC_FILE = /design/flow/constraint.sdc
export NUM_CORES = 4
export LEC_CHECK = 1
export CORE_UTILIZATION = 30
```
**constraint.sdc**
```tcl
current_design POWER_MONITOR

set clk_period 3.1
set clk_io_pct 0.2

create_clock -name clk0 -period $clk_period [get_ports {CLK_50}]

set non_clock_inputs [all_inputs -no_clocks]
set_input_delay [expr $clk_period * $clk_io_pct] -clock clk0 $non_clock_inputs
set_output_delay [expr $clk_period * $clk_io_pct] -clock clk0 [all_outputs]
```
**design.v**
```verilog
module I2C_READ (
   input  				RESET_N ,
	input       		PT_CK,
	input       [7:0]	SLAVE_ADDRESS ,
	input       		GO,
	input       		SDAI,
	output reg  		SDAO,
	output reg  		SCLO,
	output reg  		END_OK , 
	output reg  [15:0]DATA16 , 
	output reg  [7:0] ST ,
	output reg        ACK_OK,
	output reg  [7:0] CNT,
	output reg  [8:0] A ,
	output reg  [7:0] BYTE
);
reg    [7:0]DELY ;     
wire   [7:0]END_BYTE ; 
assign      END_BYTE =1 ;
always @( negedge RESET_N or posedge  PT_CK )begin
if (!RESET_N  ) ST <=0;
else 
	  case (ST)
	    0: begin  
		      SDAO   <=1; 
	         SCLO   <=1;
	         ACK_OK <=0;
	         CNT    <=0;
	         END_OK <=1;
	         BYTE   <=0;
				DATA16 <=0;
	         if (GO) ST  <=30 ;							
		    end		  
	    1: begin   
		      ST <=2 ; 
			   { SDAO,  SCLO } <= 2'b01; 
				A <= {SLAVE_ADDRESS | 1  ,1'b1 }; 
		    end
	    2: begin   
		      ST <=3 ; 
			   { SDAO,  SCLO } <= 2'b00; 
		    end
	    3: begin   
		      ST <=4 ; 
			   { SDAO, A } <= { A ,1'b0 }; 
		    end
	    4: begin
		      ST <=5 ; 
			   SCLO <= 1'b1 ; 
				CNT <= CNT +1 ;
		    end
	    5: begin  
			   SCLO <= 1'b0 ; 
			   if (CNT ==9) begin
				    ST <= 6 ; 
					 if ( !SDAI ) ACK_OK <=1 ; 
					 else ACK_OK <=0 ; 
				 end
				 else ST <= 2;
		    end			 
	    6: begin 
		      ST <=7 ; 
			   {SDAO , SCLO} <= 2'b10; 
				CNT <=0 ;
		    end
	    7: begin  
		      ST <=8 ;  
				DELY <=0;
			   SCLO <= 1'b1 ; 
				if (CNT!=8) DATA16[15:0]  <= { DATA16[14:0], SDAI };
				CNT <= CNT +1 ;
		    end			 
	    8: begin  		 
		    DELY <=DELY+1 ;
			 SCLO <= 1'b0 ; 
			 if (DELY ==2)  begin 			    
			    if (CNT ==8) begin
				      ST <= 7;
					   if (BYTE  == END_BYTE )  SDAO <= 1'b1 ; 
					   else  
					   SDAO <= 1'b0 ;
				 end
			    else if (CNT == 9)  
				    begin 
					   BYTE <= BYTE +1 ;   ST <= 9; 
					 end
				 else ST <= 7;
			 end	 
		    end
	    9: begin
		     if  ( BYTE > END_BYTE ) ST <=10 ; 
			   else ST <=6 ; 
         end
	    10: begin           
		      ST <=11 ; 
			   { SDAO,  SCLO } <= 2'b00; 
         end
	    11: begin           
		      ST <=12 ; 
			   { SDAO,  SCLO } <= 2'b01; 
         end
	    12: begin           
		      ST <=13 ; 
			   { SDAO,  SCLO } <= 2'b11; 
         end	
		 13:	 
			  begin
		      ST     <= 30; 
				END_OK <= 1;
		      SDAO   <=1; 
	         SCLO   <=1;
	         ACK_OK <=0;
	         CNT    <=0;
	         BYTE <=0;				
		     end
		30: begin
            if (!GO) ST  <=31;
          end
 		31: begin 
		    ST  <=1; END_OK<=0;
          end		 			  	  
	  endcase 
  end
endmodule
module I2C_WRITE_POINTER  (
   input  				RESET_N ,
	input      			PT_CK,
	input      			GO,
	input      [7:0]	POINTER,
	input      [7:0]	SLAVE_ADDRESS,	
	input      			SDAI,
	output reg 			SDAO,
	output reg 			SCLO,
	output reg 			END_OK,
	output reg [7:0]	ST ,
	output reg 			ACK_OK,
	output reg [7:0] 	CNT ,
	output reg [7:0] 	BYTE  
);
reg   [8:0]A ;
always @( negedge RESET_N or posedge  PT_CK )begin
if (!RESET_N  ) ST <=0;
else 
	  case (ST)
	    0: begin   
		      SDAO   <=1; 
	         SCLO   <=1;
	         ACK_OK <=0;
	         CNT    <=0;
	         END_OK <=1;
	         BYTE   <=0;	
	         if (GO) ST  <=30 ;  
		    end	  
	    1: begin   
		      ST <=2 ; 
			   { SDAO,  SCLO } <= 2'b01; 
				A <= {SLAVE_ADDRESS ,1'b1 }; 
		    end
	    2: begin   
		      ST <=3 ; 
			   { SDAO,  SCLO } <= 2'b00; 
		    end			 
	    3: begin   
		      ST <=4 ; 
			   { SDAO, A } <= { A ,1'b0 }; 
		    end
	    4: begin   
		      ST <=5 ; 
			   SCLO <= 1'b1 ; 
				CNT <= CNT +1 ;
		    end
	    5: begin   
			 SCLO <= 1'b0 ; 
			 if (CNT==9) begin
				     if ( BYTE ==1)  ST <= 6 ; 
					  else  
						begin 
							CNT <=0 ; 
							BYTE <=1 ; 
							A <= {POINTER ,1'b1 };  
							ST <= 2 ; 
						end
					  if ( !SDAI ) ACK_OK <=1 ; 
					   else ACK_OK <=0 ; 
				 end
			 else ST <= 2;
		    end
	    6: begin           
				ST <=7 ; 
			   {SDAO,SCLO } <= 2'b00; 
         end
	    7: begin           
		      ST <=8 ; 
			   {SDAO,SCLO } <= 2'b01; 
         end
	    8: begin           
		      ST <=9 ; 
			   {SDAO,SCLO } <= 2'b11; 						
         end  
		9:	begin
		      ST     <= 30; 
		      SDAO   <=1; 
	         SCLO   <=1;
	         ACK_OK <=0;
	         CNT    <=0;
	         END_OK <=1;
	         BYTE   <=0;					
		     end
		30: begin
            if (!GO) ST  <=31;
          end
 		31: begin 
		    ST  <=1; END_OK<=0;
          end
	  endcase 
 end
endmodule
module I2C_WRITE_WORD  (
   input  				RESET_N ,
	input      		  	PT_CK,
	input      		  	GO,
	input      [7:0] 	POINTER,
	input      [7:0] 	SLAVE_ADDRESS,	
	input      [15:0]	WDATA16,		
	input            	SDAI,
	output reg       	SDAO,
	output reg       	SCLO,
	output reg       	END_OK,
	output reg [7:0] 	ST ,
	output reg [7:0] 	CNT,
	output reg [7:0] 	BYTE,
	output reg       	ACK_OK
);
reg   [8:0]A ;
always @( negedge RESET_N or posedge  PT_CK )begin
if (!RESET_N  ) ST <=0;
else 
	  case (ST)
	    0: begin   
		      SDAO   <=1; 
	         SCLO   <=1;
	         ACK_OK <=0;
	         CNT    <=0;
	         END_OK <=1;
	         BYTE   <=0;	
	         if (GO) ST  <=30 ;  
		    end	  
	    1: begin   
		      ST <=2 ; 
			   { SDAO,  SCLO } <= 2'b01; 
				A <= {SLAVE_ADDRESS ,1'b1 }; 
		    end
	    2: begin   
		      ST <=3 ; 
			   { SDAO,  SCLO } <= 2'b00; 
		    end
	    3: begin   
		      ST <=4 ; 
			   { SDAO, A } <= { A ,1'b0 }; 
		    end
	    4: begin   
		      ST <=5 ; 
			   SCLO <= 1'b1 ; 
				CNT <= CNT +1 ;
		    end
	    5: begin   
			   SCLO <= 1'b0 ; 
			   if (CNT==9) begin
				     if ( BYTE ==3)  ST <= 6 ; 
					  else  begin 
					           CNT <=0 ; 
					           ST <= 2 ;
					                if ( BYTE ==0 ) begin BYTE <=1  ; A <= {POINTER ,1'b1 }; end 
								  else if ( BYTE ==1 ) begin BYTE <=2  ; A <= {WDATA16[15:8] ,1'b1 }; end 
								  else if ( BYTE ==2 ) begin BYTE <=3  ; A <= {WDATA16[7:0]  ,1'b1 }; end 
							  end
					  if ( !SDAI ) ACK_OK <=1 ; 
					  else ACK_OK <=0 ; 
				 end
				 else ST <= 2;
		    end
	    6: begin           
		      ST <=7 ; 
			   { SDAO,  SCLO } <= 2'b00; 
         end
	    7: begin           
		      ST <=8 ; 
			   { SDAO,  SCLO } <= 2'b01; 
         end
	    8: begin           
		      ST <=9 ; 
			   { SDAO,  SCLO } <= 2'b11; 
         end  
		9:	begin
		      ST     <= 30; 
				SDAO   <=1; 
	         SCLO   <=1;
	         ACK_OK <=0;
	         CNT    <=0;
	         END_OK <=1;
	         BYTE   <=0;	
		     end
		30: begin
            if (!GO) ST  <=31;
          end
 		31: begin 
		    ST  <=1; END_OK<=0;
          end
	  endcase 
 end
endmodule
module POWER_MONITOR ( 
   input  RESET_N , 
   input  CLK_50          ,
	input  PMONITOR_ALERT  ,   
	output PMONITOR_I2C_SCL,   
	inout  PMONITOR_I2C_SDA,   
   input     [15:0] Configuration,
   input     [15:0] Calibration  ,  
   input     [15:0] Mask_Enable  ,  
   input     [15:0] Alert_Limit  , 
	output reg [15:0]Shunt_Voltage,
	output reg [15:0]Bus_Voltage,  
	output reg [15:0]Power,        
	output reg [15:0]Current,
	output reg [15:0]Die_ID,       
	output ALL_ALARM     ,
	output CURRENT_ALARM ,
	output VOLTAGE_ALARM ,
	output[15:0] KW_HR,		
	input [15:0] CURRENT_LIMIT,
	input [15:0] VOLTAGE_LIMIT ,
	output reg  CLK_400K ,
   output reg  I2C_LO0P,
   output reg [7:0] ST ,
   output reg [7:0] CNT,
	output W_WORD_END ,
   output reg    W_WORD_GO ,
	output [7:0] WORD_ST,
	output [7:0] WORD_CNT,
	output [7:0] WORD_BYTE	,
   output [15:0]R_DATA
	);
reg  [31:0]C_DELAY ;
always @(posedge CLK_50 ) begin 
  if ( C_DELAY > 125/2 ) begin  
    CLK_400K<=~CLK_400K ; C_DELAY <= 0 ; 
  end 
  else C_DELAY <=C_DELAY +1 ; 
end
parameter SLAVE_ADDR      =8'h80;  
parameter P_Configuration =8'h00; 
parameter P_Calibration   =8'h05; 
parameter P_Mask_Enable   =8'h06;
parameter P_Alert_Limit   =8'h07;  
parameter P_Shunt_Voltage =8'h01;
parameter P_Bus_Voltage   =8'h02;
parameter P_Power         =8'h03; 
parameter P_Current       =8'h04; 
parameter P_Die_ID        =8'hff;
reg [7:0] DELY ;
always @(negedge RESET_N or posedge CLK_400K )begin 
if (!RESET_N  ) ST <=0;
else 
case (ST)
0: begin 
   ST<=30;  
	W_POINTER_GO <=1;
   R_GO  <=1 ;		 
	W_WORD_GO <=1;
   end
1: begin 
   ST<=2; 
	end	
2: begin 
	     if ( CNT==0)  W_POINTER_REG <= P_Shunt_Voltage;
	else if ( CNT==1)  W_POINTER_REG <= P_Bus_Voltage;    
	else if ( CNT==2)  W_POINTER_REG <= P_Power;        
	else if ( CNT==3)  W_POINTER_REG <= P_Current;      
	else if ( CNT==4)  W_POINTER_REG <= P_Die_ID;       
	if ( W_POINTER_END ) begin  W_POINTER_GO  <=0; ST<=3 ; DELY<=0;  end
	end                 
3: begin 
    DELY  <=DELY +1;
    if ( DELY ==2 ) begin 
   W_POINTER_GO  <=1;
   ST<=4 ; 
		 end
	end       
4: begin 
   if  ( W_POINTER_END ) ST<=5 ; 	
	end              
5: begin ST<=6 ; end  
6: begin 
	if ( R_END ) begin  R_GO  <=0; ST<=7 ; DELY<=0; end
	end                 
7: begin 
    DELY  <=DELY +1;
    if ( DELY ==2 ) begin 	 
    R_GO  <=1;
    ST<=8 ; 
	 end
	end       
8: begin 
   ST<=9 ; 
	end       
9: begin 
   if  ( R_END ) begin 
	       if ( CNT==0) Shunt_Voltage<=R_DATA ; 
	  else if ( CNT==1) Bus_Voltage  <=R_DATA ; 
	  else if ( CNT==2) Power        <=R_DATA ;   
	  else if ( CNT==3) Current      <=R_DATA ;   
	  else if ( CNT==4) Die_ID       <=R_DATA ;   
	  ST<=10 ; 	
	  CNT<=CNT+1 ;
	 end
	end              
10: begin      
     if (CNT ==5) CNT = 0 ; 
	  W_POINTER_GO <=1;
     R_GO         <=1 ;		 
	  W_WORD_GO    <=1;
	  ST<=1;
	 end  
30: begin 
    ST<=31; 
	 CNT=0 ; 
    end	
31: begin 
	     if ( CNT==0) {W_WORD_REG[7:0] ,W_WORD_DATA[15:0]} <= { P_Configuration[7:0] ,Configuration  }; 
	else if ( CNT==1) {W_WORD_REG[7:0] ,W_WORD_DATA[15:0]} <= { P_Calibration  [7:0] ,Calibration    }; 
	else if ( CNT==2) {W_WORD_REG[7:0] ,W_WORD_DATA[15:0]} <= { P_Mask_Enable  [7:0] ,Mask_Enable    };  
	else if ( CNT==3) {W_WORD_REG[7:0] ,W_WORD_DATA[15:0]} <= { P_Alert_Limit  [7:0] ,Alert_Limit    };  	
	if (  W_WORD_END ) begin  W_WORD_GO  <=0; ST<=32 ;  DELY<=0;  end
	end                 
32: begin 
    DELY  <=DELY +1;
    if ( DELY ==2 ) begin 
    W_WORD_GO  <=1;
    ST<=33 ; 
	 end
	end       
33: begin 
    ST<=34 ; 
	end       	
34: begin 
     if  ( W_WORD_END )  begin 
			ST<=35 ; 	
			CNT<=CNT+1 ;
	  end
	end              
35: begin 
    if (CNT ==4)  begin ST<=1 ;  CNT <=0; I2C_LO0P <= ~I2C_LO0P ; end 
	        else  ST<=31 ; 	 
	 end 
endcase 
end
wire   SDAO  ; 
assign PMONITOR_I2C_SCL = W_POINTER_SCL  & R_SCL   & W_WORD_SCL;
assign SDAO             = W_POINTER_SDAO & R_SDAO  & W_WORD_SDAO;
assign PMONITOR_I2C_SDA = (SDAO)?1'bz :1'b0 ; 
wire   W_WORD_SCL ; 
reg    [7:0]  W_WORD_REG ; 
reg    [15:0] W_WORD_DATA;
wire   W_WORD_SDAO ;  
I2C_WRITE_WORD  wrd(
   .RESET_N (RESET_N),
	.PT_CK        (CLK_400K),
	.GO           (W_WORD_GO),
	.POINTER      (W_WORD_REG),
   .WDATA16	     (W_WORD_DATA),
	.SLAVE_ADDRESS(SLAVE_ADDR),
	.SDAI  (PMONITOR_I2C_SDA),
	.SDAO  (W_WORD_SDAO),
	.SCLO  (W_WORD_SCL ),
	.END_OK(W_WORD_END),
	.ST  (WORD_ST ),
	.CNT (WORD_CNT),
	.BYTE(WORD_BYTE),
	.ACK_OK()
);
wire   W_POINTER_SCL ; 
wire   W_POINTER_END ; 
reg    W_POINTER_GO ; 
reg    [7:0] W_POINTER_REG ; 
wire   W_POINTER_SDAO ;  
I2C_WRITE_POINTER  wpt(
   .RESET_N (RESET_N),
	.PT_CK        (CLK_400K),
	.GO           (W_POINTER_GO),
	.POINTER      (W_POINTER_REG),
	.SLAVE_ADDRESS(SLAVE_ADDR),	
	.SDAI  (PMONITOR_I2C_SDA),
	.SDAO  (W_POINTER_SDAO),
	.SCLO  (W_POINTER_SCL ),
	.END_OK(W_POINTER_END),
	.ST (),
	.ACK_OK(),
	.CNT (),
	.BYTE()  	
);
wire R_SCL; 
wire R_END; 
reg  R_GO; 
wire R_SDAO;  
I2C_READ rd(
   .RESET_N (RESET_N),
	.PT_CK        (CLK_400K),
	.GO           (R_GO),
	.SLAVE_ADDRESS(SLAVE_ADDR),	
	.SDAI  (PMONITOR_I2C_SDA),
	.SDAO  (R_SDAO),
	.SCLO  (R_SCL),
	.END_OK(R_END),
	.DATA16(R_DATA),
	.ST    (),
	.ACK_OK(),
	.CNT   (),
	.BYTE  ()  	
);
endmodule
```
==> results.txt <==
fresh numbers from the pnr run: status complete, no violations, Post-synth EDFFs 69, Least-Margin Pin Slew 0.797 ns, Antenna Nets Post-Route 0, clock share of power 53.8%, PortBufs 35, DIE HEIGHT 161 um, Commonest flop edfxtp_1, GRT Overall Usage 9.85%, grt total ovfl 0, Top cell excl fill/tap conb_1, Clock Tree Buf Depth 2, VDD IR max 0.303 mV, register pins left without a clock 108, fin crit share 62.4%, ys flops 141, CTS tree yes, Mapped Cells 745, Chip Area 25,900 um2, fmax 0.517 GHz, clock slew at the register clock pins of the worst setup and hold paths 0.05 ns, Yosys cell types 70, drc violations 0, Final Skew 0.00681 ns, routed length per instance 11.2 um, number of hold buffers added after cts 0, # setup viols final 0, max-cap violations 0, Worst Setup End Kind output pin, CP top delay family buffers and inverters, CP max stage cell clkdlybuf4s50_1, Layout Cells excl Fill 1,116, drt pass-1 iters 4, Avg Cell Area, Syn 10.2 um2, synthesis-to-layout area growth 5.62%, clk ins delay skew pair 0.27 ns, Final Worst Setup Slack 1.16 ns, yosys stat area 7570 um2, unrepaired setup endpoints after global routing false, Worst EP arrival 1.32 ns, htree depth 2, DP Worst Slack 1.40 ns, CTS root buf clkbuf_16, num rows 57, I/O pin count 260, core footprint 24,500 um2, OpenROAD warning count 133, vias in the first global route 4,108, asr flop ratio synth 27.7%, Reg power frac 43.7%, Core Util, Final 32.6%, Min-Delay Path Class flop to flop, final WL 12.5 mm, Leak 3.15 nW, Reg2Reg Setup Slack 1.63 ns, initial drt markers 329, first-pass GRT wire length 20.6 mm, critical path, cell by cell clkdlybuf4s50_1, Post-Synthesis Cell Area 7570 um2, Setup crit start kind flop, pwr dens 129 nW/um2, Via Count 4,763, Tmin final 1.94 ns, post_cts resized 0, switching pwr 180 uW, Inserted Clock Buffers 5, Placed Cells 1,108, final hold vios 0, Min Hold Slack 0.477 ns, final setup TNS 0 ns, CP peak stage delay 0.54 ns, Slew Limit Fails 0, Sw Share 17.5%, largest net degree at the start of global routing 76, routability congestion estimate 0.839, Yosys Instances 745, Crit Path Max Fanout 7, initial antenna violation count 0, # diodes 0, Via density 4.27, postcts setup bufs 0, Die Wd 161 um, WP data required 2.48 ns, Rel. slew slack 46.8%, Combinational Power Share 2.6%, share of cells above drive strength 1 3.79%, Crit Path Category flop to output pin, endpoints left unconstrained 209, register area share after synthesis 49.0%, Internal 849 uW, most instantiated logic cells after routing conb_1 (152), nor2_1 (103), edfxtp_1 (69), nand3_1 (46), dfrtp_1 (37), Pre-Place Util 30.8%, Final HPWL DP 9.00 mm, Synthesis Warnings 24, WP buf/inv 1
[cell families (layout without fill, tap and decap cells)]
| kind of cell | Yosys count | after routing | share of synthesized area (%) |
|---|---|---|---|
| DFF | 141 | 141 | 49.0 |
| and+or+nand+nor | 267 | 267 | 17.9 |
| AOI/OAI and AO/OA | 90 | 90 | 8.12 |
| other | 1 | 152 | 0.0495 |
| buffers and inverters | 175 | 71 | 15.7 |
| adders and majority gates | 20 | 20 | 3.27 |
| xor gates and xnor gates | 51 | 51 | 5.90 |
[routing by layer]
| metal | global-route usage [%] | vias to the layer above | share of wire [%] |
|---|---|---|---|
| met1 | 16.6 | 2250 | 49 |
| met3 | 1.98 | 8 | 6.8 |
| met5 | 0 | - | 0 |
| met4 | 0.515 | 0 | 0.42 |
| li1 | - | 2372 | - |
| met2 | 14.1 | 133 | 43 |
[flip-flops by register name, indices dropped and copies added, names as in the netlist, 2 cells and up]
signal and flops:
C_DELAY 32, rd.ST 16, wpt.ST 12, CNT 8, DELY 8, rd.BYTE 8, rd.CNT 8, rd.DELY 8
wpt.CNT 8, wrd.CNT 8, ST 6, wrd.ST 5, wrd.BYTE 2
[cell type report]
type	instances	area [um2]
clock buffers	7	143
clock inverters	1	30.0
inverters	23	86.3
flip-flops and latches	141	3710
multi-input cells	580	3240
well taps	324	405
repair buffers	40	383
fillers	2511	16500
[power groups by stage]
stage / Sequential, mW / Clock (mW) / Combinational (mW)
final: 0.449 / 0.553 / 0.0266
after CTS: 0.449 / 0.567 / 0.0300
after global routing: 0.450 / 0.585 / 0.0383
[stage by stage]
step	cell area (um2)	power (mW)
3_3_place_gp	7820	0.488
5_1_grt	7990	1.07
3_5_place_dp	7820	0.487
6_report	7990	1.03
2_1_floorplan	8140	0.580
4_1_cts	7990	1.05
[worst paths after layout]
kind,cells after the start,to,start
min reg2reg,1,C_DELAY[0],C_DELAY[0]
min,1,C_DELAY[0],C_DELAY[0]
max,1,CLK_400K,CLK_400K
max reg2reg,2,CLK_400K,CLK_400K
[cell usage after synthesis, types with 3 or more instances]
cell,instances,area [um2]
and2_1,3,18.8
nand3_1,46,230
dfrtp_1,37,926
a21o_1,5,37.5
nor3_1,8,40.0
and3_1,21,131
or4_1,4,30.0
edfxtp_1,69,2070
nor2_1,103,387
buf_4,128,961
a31oi_1,3,18.8
o21ai_0,18,90.1
nand2b_1,9,56.3
nor4b_1,4,35.0
inv_1,22,82.6
xnor2_1,17,149
or3_1,3,18.8
nor2b_1,10,62.6
ha_1,19,238
dfxtp_1,33,661
clkbuf_8,4,55.1
nand2_1,24,90.1
or2_2,6,37.5
nor4_1,12,75.1
a21boi_0,3,22.5
o21bai_1,4,30.0
a21oi_1,24,120
clkbuf_1,16,60.1
xor2_1,34,298
No activity file was given, so power comes from the tool's default toggle rates.
